==> flow/design.v <==
module divider(input wire         clk,
	       input wire 	  reset,
	       input wire  [15:0] N,
	       input wire  [15:0] D,
	       input wire 	  start,
	       output wire [ 7:0] Q,
	       output wire [15:0] R,
	       output wire 	  done);
   reg [7:0] 			  Qr;
   reg [15:0] 			  Rr;
   reg [9:0] 			  cnt;
   wire 			  last;
   always @(posedge clk or posedge reset)
     if (reset)
       cnt <= 7'h0;
     else
       if (start)
	 cnt <= 7'h1;
       else if (~done)
	 cnt <= (cnt << 1);
       else
	 cnt <= cnt;
   assign last = cnt[7];
   assign done = cnt[8];
   always @(posedge clk or posedge reset)
     if (reset)
       Rr <= 16'h0;
     else
       if (start)
	 Rr <= 2 * N - D;
       else if (~done & ~last &  Rr[15])
	 Rr <= 2 * Rr + D;
       else if (~done & ~last & ~Rr[15])
	 Rr <= 2 * Rr - D;
       else if (~done &  last &  Rr[15])
	 Rr <= Rr + D;
       else
	 Rr <= Rr;
   always @(posedge clk or posedge reset)
     if (reset)
       Qr <= 16'h0;
     else
       if (start)
	 Qr <= 16'h0;
       else if (~done &  Rr[15])
	 Qr <= 2 * Qr;
       else if (~done & ~Rr[15])
	 Qr <= 2 * Qr + 1;
       else
	 Qr <= Qr;
   assign Q = Qr;
   assign R = Rr;
endmodule
module  mydivider ( 
	       input wire 	  clk,
	       input wire 	  reset,
	       input wire [2:0]   address,
	       input wire 	  read,
	       output wire [31:0] readdata,
	       input wire 	  write, 
	       input wire [31:0]  writedata);
   reg 				  reg_cin;          
   reg [15: 0] 			  reg_N;            
   reg [15: 0] 			  reg_D;            
   reg [ 2: 0] 			  reg_state, nxt_state;   
   reg 				  fsm_cout;         
   wire [15:0] 			  div_N;
   wire [15:0] 			  div_D;
   wire 			  div_start;
   wire [7:0] 			  div_Q;
   wire [15:0] 			  div_R;
   wire 			  div_done;
   divider divider1(.clk(clk), 
		    .reset(reset),
		    .N(div_N),  
		    .D(div_D), 
		    .start(div_start), 
		    .Q(div_Q),
		    .R(div_R),
		    .done(div_done));
   assign div_D = reg_D;          
   assign div_N = reg_N;          
   reg 	startcmd;
   assign div_start = startcmd;   
   localparam 
     waitsync1s = 3'd0, 
     gocompute = 3'd1, 
     continuecompute = 3'd2, 
     waitsync0s = 3'd3;
   wire 			  write_N;
   wire 			  write_D;
   wire 			  read_Q;
   wire 			  read_R;
   wire 			  write_Cin;
   wire 			  read_Cout;
   assign write_N   = (write & (address == 3'h0));
   assign write_D   = (write & (address == 3'h1));
   assign write_Cin = (write & (address == 3'h2));
   assign read_Q    = (read & (address == 3'h3));
   assign read_R    = (read & (address == 3'h4));
   assign read_Cout = (read & (address == 3'h5));
   always @(posedge clk or posedge reset)
     if (reset == 1'h1)
       begin
	  reg_N     <= 16'h0;
	  reg_D     <= 16'h0;
	  reg_cin   <= 1'b0;
          reg_state <= waitsync1s;
       end
     else begin
	reg_N       <= write_N   ? writedata[15:0] : reg_N;
	reg_D       <= write_D   ? writedata[15:0] : reg_D;
	reg_cin     <= write_Cin ? writedata[0]    : reg_cin;
        reg_state   <= nxt_state;
     end
   assign readdata   = read_Q    ? {24'b0,div_Q} :
		       read_R    ? {16'b0,div_R} :
		       read_Cout ? {31'b0, fsm_cout} :
		       32'b0;
   always @*
     begin
        nxt_state = reg_state;
	fsm_cout  = 1'b0;	
	startcmd = 1'b0;
	case (reg_state)
	  waitsync1s:
            begin 
               fsm_cout  = 1'b0;
	       nxt_state = reg_cin ? gocompute : waitsync1s;
            end
	  gocompute: 
	    begin
               fsm_cout  = 1'b1;
	       startcmd  = 1'b1;	       
	       nxt_state = continuecompute;
	    end
	  continuecompute:
	    begin
	    begin
               fsm_cout  = 1'b1;
	       startcmd  = 1'b0;	       
	       nxt_state = (div_done) ? waitsync0s : continuecompute;
	    end
	    end
	  waitsync0s: 
            begin
               fsm_cout  = 1'b1;
	       nxt_state = ~reg_cin ? waitsync1s : waitsync0s;
            end
	endcase   
     end
endmodule
==> flow/run.sh <==
#!/bin/bash
# OpenROAD 26Q1-2900-gdf79404cd8, Yosys 0.63+post, stock flow scripts
make -C /OpenROAD-flow-scripts/flow DESIGN_CONFIG=/design/flow/config.mk WORK_HOME=/design/flow/orfs finish
==> flow/config.mk <==
export PLATFORM = sky130hd
export DESIGN_NAME = mydivider
export DESIGN_NICKNAME = mydivider
export VERILOG_FILES = /design/flow/design.v
export SDC_FILE = /design/flow/constraint.sdc
export NUM_CORES = 4
export LEC_CHECK = 1
export CORE_UTILIZATION = 50
==> flow/constraint.sdc <==
current_design mydivider

set clk_period 7.0
set clk_io_pct 0.2

create_clock -name clk0 -period $clk_period [get_ports {clk}]

set non_clock_inputs [all_inputs -no_clocks]
set_input_delay [expr $clk_period * $clk_io_pct] -clock clk0 $non_clock_inputs
set_output_delay [expr $clk_period * $clk_io_pct] -clock clk0 [all_outputs]
==> flow_summary.json <==
{
  "syn_to_final_growth_pct": 13.75,
  "grt_pass1_wl_um": 22760,
  "warning_count": 55,
  "grt_max_degree": 51,
  "adder_share": 0.1381,
  "core_area_um2": 11030,
  "insertedDiodeCount": 0,
  "ys_cells": 650,
  "cts_setup_buffers": 0,
  "top_area_frac": 0.2963,
  "synth_async_sr_flop_share": 1.000,
  "holdBufCountCts": 0,
  "seq_power_share": 0.230,
  "ff_type": "dfrtp_1",
  "cp-start-kind": "primary input",
  "switching_power_mw": 1.270,
  "mux_area_frac": 0.06275,
  "cts_tree": "built",
  "cp_slowest_cell": "nor4b_2",
  "grt_pass1_vias": 4485,
  "ys.flops": 69,
  "cp_data_required_time_ps": 5600,
  "insertion_delay_ps": 330,
  "peakVddDrop_uv": 220.1,
  "holdWs_ps": 433.5,
  "fin_skew_ps": 4.754,
  "r2r-end": "divider1.Rr[10]$_DFFE_PP0P_",
  "vias": 4684,
  "drive_gt1_frac": 0.09078,
  "status": "complete, no violations",
  "syn_inst": 650,
  "p_comb_frac": 0.602,
  "drv_cap": 0,
  "power_mw": 2.879,
  "remaining_drc_errors": 0,
  "num_rows": 38,
  "p_per_area_nw_per_um2": 440.8,
  "setup_viol_count_final": 0,
  "viasPerCell": 5.691,
  "die_x_um": 109.2,
  "cp_top_family": "buffers and inverters",
  "syn_avg_cell_area_um2": 8.835,
  "rrSetupSlack_ps": 3670,
  "min-delay-start": "reg_cin$_DFFE_PP0P_",
  "numPortBuffers": 38,
  "crit_end": "readdata[8]",
  "path_buffers": 4,
  "cp_max_fo": 8,
  "die-height_um": 109.2,
  "gp_congestion": 0.9198,
  "first_pass_iters": 5,
  "lay_top_count": "dfrtp_1",
  "netlist_top_cells_area": "dfrtp_1 (30%), ha_1 (12%), nor2_1 (4.1%)",
  "wl_um": 14060,
  "clockPowerShare": 0.167,
  "fp-utilization": 0.5206,
  "internal-power_mw": 1.609,
  "drt_iter0_drc": 365,
  "die_area_um2": 11920,
  "simple_gate_share": 0.1475,
  "crit_path_max_incr_delay_ps": 620,
  "finalSetupTns_ps": 0,
  "cts_sinks": 69,
  "tightest_slew_ps": 711.4,
  "track_usage": 0.2594,
  "ios": 71,
  "numCtsBuffers": 9,
  "critPathKind": "in2out",
  "antenna_left": 0,
  "cts-resized-gates": 0,
  "root_buffer": "clkbuf_16",
  "relSlewSlack": 0.5245,
  "grt_antenna_before_repair": 0,
  "path_depth": 6,
  "fmax_ghz": 0.1958,
  "arrival_ps": 3710,
  "aoi_share": 0.2301,
  "path_cells": "clkdlybuf4s50_1, inv_1, nor4b_2, buf_4, and2_1, clkdlybuf4s50_1",
  "yosys_area_um2": 5743,
  "htree_levels": 3,
  "slew_violations": 0,
  "synth_warnings": 2,
  "period_needed_ps": 5108,
  "synth_cell_types": 72,
  "wire_per_inst_um": 17.09,
  "lay_top_cells": "dfrtp_1 (68), nor2_1 (62), ha_1 (57)",
  "yosysSeqAreaShare": 0.3009,
  "end_kind": "primary output",
  "rsz0062_at_grt": "false",
  "crit_start": "address[2]",
  "p_leak_nw": 2.892,
  "edf_count": 0,
  "reg2reg_depth": 11,
  "dp_hpwl_um": 10780,
  "finalClockPeriodUsage": 0.7297,
  "largest_area_cell": "dfrtp_1",
  "clk_pin_slew_ps": 50,
  "rr_startpoint": "divider1.Rr[0]$_DFFE_PP0P_",
  "hold_viol": 0,
  "synth.logic.top_family": "AND-OR/OR-AND gates",
  "synth_xor_xnor_area_share": 0.05643,
  "path_common_cell": "clkdlybuf4s50_1",
  "synth_area_um2": 5743,
  "switching_share": 0.4411,
  "final_area_um2": 6533,
  "placed_area_um2": 6207,
  "grt_overflow": 0,
  "clk_path_buf_depth": 2,
  "hp-class": "reg2reg"
}
==> how the worst min path moves through the flow <==
stage / endpoint / slack, ps / cells after the start
5_1_grt: reg_state[0]$_DFF_PP1_ / 460 / 1
6_report: reg_state[0]$_DFF_PP1_ / 430 / 1
4_1_cts: reg_state[0]$_DFF_PP1_ / 440 / 1
==> stage by stage <==
stage / cells / setup WS [ps] / utilization
after detailed placement: 807 / 1874 / 0.5627
after CTS: 823 / 1873 / 0.5922
after global routing: 823 / 1715 / 0.5922
after floorplan: 665 / 3155 / -
final: 823 / 1892 / 0.5922
after global placement: 807 / 1949 / 0.5627
==> power groups by stage <==
| stage | clock [mW] | sequential, mW | combinational [mW] |
|---|---|---|---|
| after global routing | 0.505 | 0.683 | 1.94 |
| final | 0.481 | 0.664 | 1.73 |
| after CTS | 0.490 | 0.661 | 1.72 |
==> sequential cells by signal (all words and copies together), names as in the netlist <==
signal / cells
div_N: 15
divider1.Rr: 16
reg_D: 16
reg_cin: 1
divider1.cnt: 9
reg_state: 4
divider1.Qr: 8
==> cell families (layout without fill, tap and decap cells) <==
logic type,count (synthesis),after routing
compound gates,193,193
simple gates,177,177
buf+inv,78,96
flops,69,69
fa+ha+maj,61,61
xor+xnor,37,37
mux,34,34
other cells,1,16
==> synthesized netlist by cell type, drive strengths merged (16+ instances only) <==
| cell type | n |
|---|---|
| mux2 | 16 |
| nor2 | 62 |
| xnor2 | 18 |
| dfrtp | 68 |
| xor2 | 19 |
| clkbuf | 19 |
| buf | 25 |
| mux2i | 18 |
| ha | 57 |
| o21ai | 49 |
| a21oi | 43 |
| nand2 | 42 |
| inv | 33 |
| nor3 | 16 |
==> area by class of cell <==
class / instances / area [µm²]
flip-flops and latches: 69 / 1728
fillers: 964 / 4498
multi-input cells: 518 / 3736
clock inverters: 7 / 100.1
repair buffers: 46 / 440.4
clock buffers: 9 / 225.2
inverters: 34 / 127.6
well taps: 140 / 175.2
==> per-layer routing <==
layer	up-vias	global-route usage	part of all wire
li1	2371	-	-
met1	2159	0.4233	0.51
met2	142	0.3580	0.40
met3	12	0.08288	0.082
met4	0	0.02667	0.0098
met5	-	0	0
Power figures rest on the tool's default switching activity, not on a simulated workload.
